==> ./design.v <==
module uart_tx #(
    parameter int CLK_FREQ = 50000000,
    parameter int BAUD_RATE = 115200,
    parameter bit PARITY_ODD = 0  
)(
    input  logic       clk,
    input  logic       rst,
    input  logic       tx_start_i,  
    input  logic [7:0] tx_data_i,   
    output logic       tx_busy_o,   
    output logic       tx_line_o,   
    output logic       error_o      
);
    localparam int CLKS_PER_BIT = CLK_FREQ / BAUD_RATE;
    typedef enum logic [2:0] {
        IDLE,
        START,
        DATA,
        PARITY,
        STOP
    } state_t;
    state_t state;
    logic [15:0] clk_count;
    logic [2:0]  bit_index;
    logic [7:0]  data_reg;
    logic        parity_bit;
    always_ff @(posedge clk or posedge rst) begin
        if (rst) begin
            state      <= IDLE;
            tx_busy_o  <= 0;
            tx_line_o  <= 1;  
            clk_count  <= 0;
            bit_index  <= 0;
            error_o    <= 0;
            parity_bit <= 0;
        end else begin
            error_o <= 0;
            case (state)
                IDLE: begin
                    tx_line_o  <= 1;
                    tx_busy_o  <= 0;
                    clk_count  <= 0;
                    bit_index  <= 0;
                    if (tx_start_i) begin
                        data_reg   <= tx_data_i;
                        parity_bit <= (PARITY_ODD) ? ~(^tx_data_i) : (^tx_data_i);
                        state      <= START;
                        tx_busy_o  <= 1;
                    end
                end
                START: begin
                    if (tx_start_i) error_o <= 1;
                    tx_line_o <= 0;  
                    if (clk_count < CLKS_PER_BIT - 1) begin
                        clk_count <= clk_count + 1;
                    end else begin
                        clk_count <= 0;
                        state     <= DATA;
                    end
                end
                DATA: begin
                    if (tx_start_i) error_o <= 1;
                    tx_line_o <= data_reg[bit_index];  
                    if (clk_count < CLKS_PER_BIT - 1) begin
                        clk_count <= clk_count + 1;
                    end else begin
                        clk_count <= 0;
                        if (bit_index < 7) begin
                            bit_index <= bit_index + 1;
                        end else begin
                            bit_index <= 0;
                            state     <= PARITY;  
                        end
                    end
                end
                PARITY: begin
                    if (tx_start_i) error_o <= 1;
                    tx_line_o <= parity_bit;
                    if (clk_count < CLKS_PER_BIT - 1) begin
                        clk_count <= clk_count + 1;
                    end else begin
                        clk_count <= 0;
                        state     <= STOP;
                    end
                end
                STOP: begin
                    if (tx_start_i) error_o <= 1;
                    tx_line_o <= 1;  
                    if (clk_count < CLKS_PER_BIT - 1) begin
                        clk_count <= clk_count + 1;
                    end else begin
                        clk_count <= 0;
                        state     <= IDLE;
                        tx_busy_o <= 0;
                    end
                end
            endcase
        end
    end
endmodule
==> ./run.sh <==
#!/bin/bash
# OpenROAD 26Q1-2900-gdf79404cd8, Yosys 0.63+post, stock flow scripts
make -C /OpenROAD-flow-scripts/flow DESIGN_CONFIG=/design/flow/config.mk WORK_HOME=/design/flow/orfs finish
==> ./config.mk <==
export PLATFORM = sky130hd
export DESIGN_NAME = uart_tx
export DESIGN_NICKNAME = uart_tx
export VERILOG_FILES = /design/flow/design.v
export SDC_FILE = /design/flow/constraint.sdc
export NUM_CORES = 4
export LEC_CHECK = 1
export CORE_UTILIZATION = 40
==> ./constraint.sdc <==
current_design uart_tx

set clk_period 2.1
set clk_io_pct 0.2

create_clock -name clk0 -period $clk_period [get_ports {clk}]

set non_clock_inputs [all_inputs -no_clocks]
set_input_delay [expr $clk_period * $clk_io_pct] -clock clk0 $non_clock_inputs
set_output_delay [expr $clk_period * $clk_io_pct] -clock clk0 [all_outputs]
==> reports/metrics.cfg <==
[place]
place_congestion = 0.8509
dp_slack_ns = 0.04402
hpwl_um = 2692
io_buffers = 13

[global_route]
grt_overflow_total = 0
grt_max_degree = 15
first_global_vias = 1541
grt_pass1_wl_um = 6810
grt_use_total = 0.1801
antenna_found_initial = 0

[final_layout]
layout-drive-gt1-share = 0.1472
flop_area_sq_um = 943.4
comb_area_sq_um = 840.8
syn2layout_area_growth_pct = 21.03
fill_cells = 377
largest_reg_flops = 16

[critical_path]
cp-end-kind = flip-flop
crit_arrival_ns = 2.20
ff2ff_path_depth = 4
r2r-start = clk_count[12]
critPathMaxFanout = 6
required_ns = 2.30
crit_path_start_kind = flip-flop
r2r_slack_ns = 0.1
worstSetupPathType = flip-flop to flip-flop
r2r-end = clk_count[4]

[drt]
dr.pass1.iters = 4
vias = 1477
drt_iter0_drc = 129
drc = 0
diodes = 0
routedWlPerCell_um = 14.83
via_per_inst = 5.932
drt_wl_total_um = 3693
antenna_left = 0

[synthesis]
syn_area_sq_mm = 0.001814
ys_seq_frac = 0.5200
synth_flops = 36
yosys.cell_types.count = 42
async_flop_share = 0.7778
ys_cells = 172
yosysWarnings = 1
synth_cells = 172
yosys.stat.chipArea_sq_mm = 0.001814
syn_area_per_cell_sq_um = 10.55
ff_type = dfrtp_1
edf_count = 8

[timing]
fmax_ghz = 0.4999
fin_skew_ns = 0.004785
setup_violations = 0
finalCritPeriodShare = 0.9526
final.setup.worst_slack_ns = 0.09955
rsz0062_at_grt = no
tns_ns = 0
finalHoldViolCount = 0
drv_slew = 0
slew_headroom = 0.6490
tightestPinTransition_ns = 0.5225
min_period_ns = 2.000

[cts]
cts.path.max_buffers = 2
cts-root-buf = clkbuf_8
postCtsSetupRepairBufs = 0
cts_tree = built
cts-htree-levels = 2
clock_sinks = 36
cts-resized-gates = 1
clock_latency_ns = 0.28
clk_transition_reported_paths_ns = 0.07
cts_hold_buf = 0
cts_made_buffers = 5

[floorplanning]
die_w_um = 69.35
coreArea_sq_mm = 0.004354
fp_util = 0.4167
die-area_sq_mm = 0.004809
die_h_um = 69.35
fp-row-count = 24
io_pins = 14

[flow_run]
maxCapViolations = 0
tool_warnings = 26

[power_and_ir_drop]
powerDensity_mw_per_mm2 = 626.8
ir_drop_mv = 0.3554
p_leak_nw = 0.9203
total_power_w = 0.001376

[status]
status = completed

[min_path]
hp-class = primary input to asynchronous set/reset pin

==> cell usage after synthesis (4+ instances only) <==
cell type	instances	share of area
dfrtp_1	26	0.36
nand2_1	16	0.033
o21ai_0	12	0.033
nand3_1	11	0.030
edfxtp_1	8	0.13
inv_1	8	0.017
nor2_1	8	0.017
xnor2_1	7	0.034
a22oi_1	6	0.025
a31oi_1	6	0.021
clkbuf_1	6	0.012
or4_1	5	0.021
nor3_1	4	0.011
o31ai_1	4	0.017
or3_1	4	0.014
==> kinds of logic (layout without fill, tap and decap cells) <==
group	count (synthesis)	after routing	share of synthesized area
xor gates and xnor gates	8	8	0.03862
and+or+nand+nor	62	62	0.1841
adders and majority gates	3	3	0.02069
DFF	36	36	0.5200
AOI/OAI and AO/OA	44	44	0.1648
buffers and inverters	14	39	0.02897
muxes	5	5	0.04276
==> metal layers <==
metal	GRT usage	wire length, um	up-vias
li1	-	-	700
met1	0.2622	1604	715
met2	0.2934	1800	58
met5	0	0	-
met3	0.04720	255	4
met4	0.02268	31	0
==> cell usage in the layout, fill, tap and decap left out, types with 2 or more instances in the layout <==
master and count:
clkdlybuf4s50_1 13, dfstp_2 2, a22o_1 2, xnor2_1 7, buf_4 10, o2bb2a_1 3
a22oi_1 6, ha_1 3, a31oi_1 6, or3_1 4, edfxtp_1 8, nor2_1 8
mux4_2 2, and3_1 2, a21oi_1 3, inv_1 8, nand2_1 16, nand3_1 10
mux2_2 2, and4_1 2, nand4_1 3, nor3_1 4, o21ai_0 12, or4_1 5
o31ai_1 4, clkbuf_8 5, dfrtp_1 26
==> area by class of cell <==
class                           instances  share of cell area
Timing Repair Buffer                   23             0.09345
Inverter                                8             0.01368
Clock inverter                          3             0.01937
Sequential cell                        36              0.4296
Tap cell                               52             0.02963
Clock buffer                            5             0.03134
Multi-Input combinational cell        122              0.3829
==> stage by stage <==
step                        util  hold WS (ns)  instances  instance area [sq um]
final                     0.5043        0.4687        249                   2196
after global routing      0.5043        0.5263        249                   2196
after global placement    0.4736        0.5000        241                   2062
after detailed placement  0.4736        0.5061        241                   2062
after CTS                 0.5006        0.4758        249                   2180
after floorplan                -        0.4501        172                   1814
==> power by group <==
part           switching, W  internal (W)   total, W
clock network      0.000247      0.000351   0.000598
logic             0.0000269     0.0000354  0.0000623
registers       0.000000231      0.000715   0.000716
==> worst max-delay path, stage by stage, from the launching register on <==
cell     delay [ns]
dfrtp_1        0.44
or4_4          0.57
or2_4          0.28
or4_1          0.46
a31oi_1        0.17
==> how the worst max path moves through the flow <==
stage,endpoint,from,slack [ns]
CTS,clk_count[12],clk_count[0],0.09
global route,clk_count[12],clk_count[0],0.003
finish,clk_count[4],clk_count[12],0.1
Power is estimated from default activity; no workload was simulated.
