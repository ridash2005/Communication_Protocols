## ./config.mk

```make
export PLATFORM = sky130hd
export DESIGN_NAME = i2c_master
export DESIGN_NICKNAME = i2c_master
export VERILOG_FILES = /design/flow/design.v
export SDC_FILE = /design/flow/constraint.sdc
export NUM_CORES = 4
export LEC_CHECK = 1
export CORE_UTILIZATION = 50
```

## ./constraint.sdc

```tcl
current_design i2c_master

set clk_period 4.6
set clk_io_pct 0.2

create_clock -name clk0 -period $clk_period [get_ports {clk}]

set non_clock_inputs [all_inputs -no_clocks]
set_input_delay [expr $clk_period * $clk_io_pct] -clock clk0 $non_clock_inputs
set_output_delay [expr $clk_period * $clk_io_pct] -clock clk0 [all_outputs]
```

## ./design.v

```verilog
typedef enum logic [1:0] {
    NO_ERROR,
    NACK_ADDR,  
    NACK_DATA,  
    BUS_ERROR   
} i2c_error_t;
module i2c_master #(
    parameter int CLK_DIV = 250
)(
    input  logic       clk,
    input  logic       rst,
    input  logic       start_i,
    input  logic [6:0] slave_addr_i,
    input  logic [7:0] data_i,
    output logic       busy_o,
    output logic       done_o,
    output i2c_error_t error_o,
    output logic i2c_scl_enable, 
    output logic i2c_sda_enable, 
    input  logic i2c_sda_in
);
    typedef enum logic [3:0] {
        IDLE,
        START_SEQ,
        ADDR,
        CHECK_ACK_ADDR,
        DATA_TX,
        CHECK_ACK_DATA,
        STOP_SEQ,
        ERROR_STATE
    } state_t;
    state_t state;
    logic [15:0] clk_cnt;
    logic [3:0]  bit_cnt;
    logic [7:0]  shift_reg;
    logic [7:0]  addr_rw;
    always_ff @(posedge clk or posedge rst) begin
        if (rst) begin
            state           <= IDLE;
            i2c_scl_enable  <= 0;
            i2c_sda_enable  <= 0;
            busy_o          <= 0;
            done_o          <= 0;
            error_o         <= NO_ERROR;
            clk_cnt         <= 0;
            bit_cnt         <= 0;
        end else begin
            case (state)
                IDLE: begin
                    busy_o         <= 0;
                    i2c_scl_enable <= 0;
                    i2c_sda_enable <= 0;
                    if (start_i) begin
                        state     <= START_SEQ;
                        busy_o    <= 1;
                        done_o    <= 0;
                        error_o   <= NO_ERROR;
                        addr_rw   <= {slave_addr_i, 1'b0};  
                        shift_reg <= data_i;
                        clk_cnt   <= 0;
                    end
                end
                START_SEQ: begin
                    i2c_sda_enable <= 1;  
                    if (clk_cnt < CLK_DIV) clk_cnt <= clk_cnt + 1;
                    else begin
                        clk_cnt <= 0;
                        i2c_scl_enable <= 1;  
                        state <= ADDR;
                        bit_cnt <= 7;
                    end
                end
                ADDR: begin
                    i2c_sda_enable <= ~addr_rw[bit_cnt];
                    if (clk_cnt < CLK_DIV - 1) begin
                        clk_cnt <= clk_cnt + 1;
                        if (clk_cnt == CLK_DIV/2) i2c_scl_enable <= 0;  
                    end else begin
                        clk_cnt <= 0;
                        i2c_scl_enable <= 1;  
                        if (bit_cnt == 0) begin
                            state <= CHECK_ACK_ADDR;
                        end else begin
                            bit_cnt <= bit_cnt - 1;
                        end
                    end
                end
                CHECK_ACK_ADDR: begin
                    i2c_sda_enable <= 0;  
                    if (clk_cnt < CLK_DIV - 1) begin
                        clk_cnt <= clk_cnt + 1;
                        if (clk_cnt == CLK_DIV/4) i2c_scl_enable <= 0;  
                        if (clk_cnt == 3*CLK_DIV/4) begin
                            if (i2c_sda_in == 1) error_o <= NACK_ADDR;
                        end
                    end else begin
                        clk_cnt <= 0;
                        i2c_scl_enable <= 1;  
                        if (error_o != NO_ERROR) state <= STOP_SEQ;
                        else begin
                            state <= DATA_TX;
                            bit_cnt <= 7;
                        end
                    end
                end
                DATA_TX: begin
                    i2c_sda_enable <= ~shift_reg[bit_cnt];
                    if (clk_cnt < CLK_DIV - 1) begin
                        clk_cnt <= clk_cnt + 1;
                        if (clk_cnt == CLK_DIV/2) i2c_scl_enable <= 0;  
                    end else begin
                        clk_cnt <= 0;
                        i2c_scl_enable <= 1;  
                        if (bit_cnt == 0) begin
                            state <= CHECK_ACK_DATA;
                        end else begin
                            bit_cnt <= bit_cnt - 1;
                        end
                    end
                end
                CHECK_ACK_DATA: begin
                    i2c_sda_enable <= 0;  
                    if (clk_cnt < CLK_DIV - 1) begin
                        clk_cnt <= clk_cnt + 1;
                        if (clk_cnt == CLK_DIV/4) i2c_scl_enable <= 0;  
                        if (clk_cnt == 3*CLK_DIV/4) begin
                            if (i2c_sda_in == 1) error_o <= NACK_DATA;
                        end
                    end else begin
                        clk_cnt <= 0;
                        i2c_scl_enable <= 1;  
                        state <= STOP_SEQ;
                    end
                end
                STOP_SEQ: begin
                    i2c_scl_enable <= 0;  
                    i2c_sda_enable <= 0;  
                    state          <= IDLE;
                    if (error_o == NO_ERROR) done_o <= 1;
                    busy_o <= 0;
                end
            endcase
        end
    end
endmodule
```

## ./run.sh

```bash
#!/bin/bash
# OpenROAD 26Q1-2900-gdf79404cd8, Yosys 0.63+post, stock flow scripts
make -C /OpenROAD-flow-scripts/flow DESIGN_CONFIG=/design/flow/config.mk WORK_HOME=/design/flow/orfs finish
```

==> results.json <==
{
  "yosys_warnings": 1,
  "numCtsBuffers": 5,
  "antenna_left": 0,
  "period_used_pct": 51.2,
  "crit_arrival_ps": 2490,
  "synthMuxAreaShare_pct": 4.04,
  "clock_latency_ps": 300,
  "period_minus_slack_ps": 2350,
  "fmax_ghz": 0.425,
  "dp.cells": 295,
  "h-tree-depth": 2,
  "path_class": "flip-flop to flip-flop",
  "hpwl_um": 3450,
  "slew-limit-headroom_pct": 46.8,
  "antenna_found_initial": 0,
  "setup_tns_ps": 0,
  "synth-edff-count": 15,
  "power.density_nw_per_um2": 255,
  "rows": 24,
  "crit_path_end_kind": "flip-flop",
  "synth-simple-area-share_pct": 18.3,
  "layout.cells.non_filler": 303,
  "via_count": 1817,
  "drc": 0,
  "yosysChipArea_um2": 2410,
  "drt_first_pass_iters": 4,
  "yosysUniqueCellTypes": 53,
  "avgSynthCellArea_um2": 10.8,
  "cap_violations": 0,
  "crit_fanout": 10,
  "largest_reg_flops": 16,
  "synth_area_um2": 2410,
  "post-route-util_pct": 61.6,
  "ys_ff": 48,
  "worstMarginPinSlew_ps": 797,
  "postCtsSetupRepairBufs": 0,
  "cts_buffer_depth": 2,
  "area.growth.synth_to_final_pct": 14.9,
  "die_w_um": 71.5,
  "warnings": 30,
  "yosysCellCount": 224,
  "rsz0062_at_grt": "no",
  "numClockSinks": 48,
  "ff_type": "dfrtp_1",
  "status": "completed",
  "finalSetupViolCount": 0,
  "first_global_vias": 1848,
  "async_flop_share_pct": 68.8,
  "ys_sh_adder_pct": 3.11,
  "die_y_um": 71.5,
  "root_buffer": "clkbuf_8",
  "drtIter0Drc": 63,
  "ys_seq_share_pct": 52.9,
  "io_pins": 25,
  "gp_congestion": 0.850,
  "grt_pass1_wl_um": 8290,
  "drive_above_1_share_pct": 9.96,
  "io_buffers": 24,
  "seqCellArea_um2": 1280,
  "core_um2": 4500,
  "p_leak_nw": 1.10,
  "wl_per_cell_um": 15.5,
  "fp_util_pct": 53.6,
  "n_antenna_cell": 0,
  "hold_ws_ps": 513,
  "yosys.area_share.aoi_pct": 17.1,
  "holdBufCountCts": 0,
  "slew_viol_final": 0,
  "track_usage_pct": 21.7,
  "start_kind": "flip-flop",
  "routed_wl_um": 4700,
  "top_logic_kind": "simple AND/OR/NAND/NOR gates",
  "overflow": 0,
  "cts_tree": "done",
  "fillers": 359,
  "logic_area_um2": 1030,
  "dieArea_um2": 5110,
  "cts_resized": 0,
  "fin_skew_ps": 8.23,
  "min_path_type": "flip-flop to flip-flop",
  "cp.required_ps": 4730,
  "hold_viol": 0,
  "viasPerCell": 6.00,
  "xor_area_share_pct": 0,
  "vdd_ir_drop_max_v": 0.000198,
  "grt_max_degree": 34,
  "clkSlewWorstSetupHoldPaths_ps": 90,
  "synthCells": 224
}
## area by class of cell
type,instances,share of cell area (%)
Clock buffer,6,2.62
Tap cell,52,2.35
Clock inverter,2,0.587
Timing Repair Buffer,27,9.48
Multi-Input combinational cell,154,37.0
Inverter,14,1.90
Sequential cell,48,46.1
## metrics by stage
| step | power [mW] | area, um^2 | setup slack (ps) |
|---|---|---|---|
| 6_report | 0.706 | 2770 | 2250 |
| 5_1_grt | 0.739 | 2770 | 2100 |
| 4_1_cts | 0.717 | 2770 | 2270 |
| 3_5_place_dp | 0.472 | 2680 | 2000 |
| 3_3_place_gp | 0.472 | 2680 | 2080 |
| 2_1_floorplan | 0.454 | 2410 | 2570 |
## critical path, stage by stage (launching register included)
cell and delay [ps]:
dfrtp_1 430, or4_4 560, a311oi_2 670, o311ai_1 250, a31oi_1 220, a31oi_1 60
## cells in the mapped netlist, drive strengths merged (5+ instances only)
cell	count	area share, %
ha	6	3.1
nor2	19	3.0
clkbuf	5	0.83
inv	14	2.2
a31oi	7	1.8
nand2	13	2.3
nand2b	7	1.8
dfrtp	32	33
nand3	13	2.7
and3	5	1.4
and2	5	1.4
edfxtp	15	19
o21ai	14	3.4
a21oi	15	3.1
## where the power goes
part	leakage (nW)	internal (mW)	switching [mW]
Combinational	0.505	0.0145	0.00835
Sequential	0.551	0.440	0
Clock	0.0414	0.108	0.136
Total	1.10	0.563	0.144
## metal layers
layer | up-vias | wire, um | track usage (%)
li1 | 890 | - | -
met1 | 867 | 2190 | 35.4
met2 | 54 | 2280 | 33.4
met3 | 6 | 190 | 5.42
met4 | 0 | 42 | 1.96
met5 | - | 0 | 0
## cells by family after synthesis
kind of cell	Yosys count
AND-OR/OR-AND	60
adder cells (fa/ha/maj)	6
buffers and inverters	22
flip-flops	48
multiplexers	6
AND/OR/NAND/NOR	82
## path summary, 6_finish.rpt
path,startpoint,slack [ps],cells past startpoint,endpoint
hold reg to reg,busy_o,510,2,busy_o
max in group asynchronous,rst,3230,3,state[0]
hold / removal,busy_o,510,2,busy_o
min in group asynchronous,rst,1040,3,state[2]
setup / recovery,clk_cnt[8],2250,5,i2c_scl_enable
setup reg to reg,clk_cnt[8],2250,5,i2c_scl_enable
## placed cells by master, fill, tap and decap left out, types with 4 or more instances in the layout
cell / instances
a21oi_1: 15
a31oi_1: 7
clkbuf_8: 5
clkdlybuf4s50_1: 24
dfrtp_1: 32
edfxtp_1: 15
ha_1: 6
inv_1: 14
nand2_1: 12
nand2b_1: 7
nand3_1: 13
nand4_1: 4
nor2_1: 19
nor3_1: 4
o21ai_0: 13
Power and IR drop assume default switching activity.
