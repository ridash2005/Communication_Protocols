===== /design/flow/config.mk =====
export PLATFORM = sky130hd
export DESIGN_NAME = spi_master
export DESIGN_NICKNAME = spi_master
export VERILOG_FILES = /design/flow/design.v
export SDC_FILE = /design/flow/constraint.sdc
export NUM_CORES = 4
export LEC_CHECK = 1
export CORE_UTILIZATION = 30

===== /design/flow/constraint.sdc =====
current_design spi_master

set clk_period 3.6
set clk_io_pct 0.2

create_clock -name clk0 -period $clk_period [get_ports {clk}]

set non_clock_inputs [all_inputs -no_clocks]
set_input_delay [expr $clk_period * $clk_io_pct] -clock clk0 $non_clock_inputs
set_output_delay [expr $clk_period * $clk_io_pct] -clock clk0 [all_outputs]

===== /design/flow/design.v =====
module spi_master #(
    parameter int CLK_DIV = 4  
)(
    input  logic       clk,
    input  logic       rst,
    input  logic       start_i,      
    input  logic [7:0] data_i,       
    output logic [7:0] data_o,       
    output logic       done_o,       
    output logic       error_o,      
    output logic       sck_o,
    output logic       mosi_o,
    input  logic       miso_i,
    output logic       cs_n_o        
);
    typedef enum logic {
        IDLE,
        TRANSFER
    } state_t;
    state_t state;
    logic [7:0]  shift_reg;
    logic [3:0]  bit_cnt;
    logic [15:0] clk_cnt;
    logic [31:0] watchdog_timer;
    localparam int WATCHDOG_LIMIT = 100000;  
    always_ff @(posedge clk or posedge rst) begin
        if (rst) begin
            state    <= IDLE;
            cs_n_o   <= 1;
            sck_o    <= 0;
            mosi_o   <= 0;
            done_o   <= 0;
            error_o  <= 0;
            bit_cnt  <= 0;
            shift_reg <= 0;
            clk_cnt  <= 0;
            watchdog_timer <= 0;
        end else begin
            case (state)
                IDLE: begin
                    done_o   <= 0;
                    cs_n_o   <= 1;
                    sck_o    <= 0;
                    error_o  <= 0;  
                    watchdog_timer <= 0;
                    if (start_i) begin
                        shift_reg <= data_i;
                        state     <= TRANSFER;
                        cs_n_o    <= 0;
                        bit_cnt   <= 0;
                        clk_cnt   <= 0;
                        mosi_o    <= data_i[7];
                    end
                end
                TRANSFER: begin
                    if (watchdog_timer > WATCHDOG_LIMIT) begin
                        state   <= IDLE;
                        error_o <= 1;
                        cs_n_o  <= 1;  
                    end else begin
                         watchdog_timer <= watchdog_timer + 1;
                        if (clk_cnt < CLK_DIV - 1) begin
                            clk_cnt <= clk_cnt + 1;
                        end else begin
                            clk_cnt <= 0;
                            sck_o   <= ~sck_o;  
                            if (sck_o == 1) begin 
                                if (bit_cnt == 7) begin
                                    state   <= IDLE;
                                    cs_n_o  <= 1;
                                    done_o  <= 1;
                                    data_o  <= shift_reg;
                                end else begin
                                    bit_cnt <= bit_cnt + 1;
                                    mosi_o  <= shift_reg[6];
                                    shift_reg <= {shift_reg[6:0], 1'b0};
                                end
                            end else begin 
                                shift_reg[0] <= miso_i;
                            end
                        end
                    end
                end
            endcase
        end
    end
endmodule

===== /design/flow/run.sh =====
#!/bin/bash
# OpenROAD 26Q1-2900-gdf79404cd8, Yosys 0.63+post, stock flow scripts
make -C /OpenROAD-flow-scripts/flow DESIGN_CONFIG=/design/flow/config.mk WORK_HOME=/design/flow/orfs finish

==> flow_summary_export.csv <==
group,metric,value,unit
setup_path,worst-setup-path-type,"register to register",
grt,overall_routing_resource_usage,13.3,%
logic_synthesis,dominantRegCellSynth,"dfrtp_1",
die,chipWidth,111,um
clock_tree,cts_hold_buffers,0,
logic_synthesis,synthesis.yosys.warnings,1,
grt,gr-usage-met3,3.18,%
clock_tree,clock_latency_reported_for_the_late_side_of_the_worst_skew_pair,0.33,ns
final_timing,clock_skew,0.00793,ns
final_layout,largest_register_ff_count,32,
final_timing,setup_viol,0,
placed_design,placed_cell_area,3980,um^2
final_layout,final_cell_count_no_fill,526,
drt,firstDrtPassIters,20,
pwr,power_per_cell_area,646,nW/um^2
pwr,switching_share,29.1,%
logic_synthesis,synth-seq-cells,73,
logic_synthesis,yosys.stat.seqShare,52.1,%
placed_design,dp_slack,0.731,ns
grt,grt_antenna_before_repair,0,
final_timing,finalCritPeriodShare,75.6,%
setup_path,critical_path.startpoint_type,"register",
drt,viasPerCell,5.35,
die,area_of_the_die,12400,um^2
drt,antenna_violating_nets_post_route,0,
setup_path,r2r.worst_path.cells,5,
logic_synthesis,number_of_library_cell_types_mapped_by_synthesis,52,
die,floorplan.initialDensity,31.1,%
die,floorplan.core_area,11500,um^2
setup_path,worst_ep_required_time,3.81,ns
clock_tree,post_cts.resized_instances,0,
grt,first_pass_grt_wire_length,13400,um
logic_synthesis,netlist_instances,352,
setup_path,timing.critical_path.cells,"or4_4 -> or4_4 -> o21ai_2 -> nor4_1 -> a311o_1",
final_layout,final_area,4350,um^2
final_timing,timing.fmax,367,MHz
drt,detail_route.wl_per_cell,14.4,um
clock_tree,ctsRootBufferMaster,"clkbuf_16",
clock_tree,cts_tree,"done",
logic_synthesis,synth-cells-yosys,352,
pwr,combinationalPowerShare,22.6,%
setup_path,worst_r2r_startpoint,"watchdog_timer[11]",
pwr,power.internal,1.99,mW
final_timing,hold_ws,0.476,ns
clock_tree,post_cts_buffers,0,
grt,use_met1,20.9,%
grt,grt_most_used_layer,"met1",
final_timing,rsz_0062_raised_after_global_routing,"no",
grt,globalRouteMet2Util,19.7,%
setup_path,crit_slowest_cell,"or4_4",
placed_design,gpl.final_weighted_congestion,0.826,
clock_tree,cts-buffers-inserted,9,
setup_path,critical-path-top-cell-by-count,"or4_4",
setup_path,worst-path-max-fanout,19,
setup_path,rrSetupSlack,0.88,ns
final_layout,final_core_util,37.7,%
worst_hold_path,timing.hold.worst.start,"shift_reg[6]",
logic_synthesis,edf_count,8,
grt,globalRoute.totalOverflow,0,
placed_design,dpl.cell_count,510,
final_layout,layout-drive-gt1-share,10.7,%
final_timing,max_slew_margin,47.7,%
drt,remaining_routing_drc_violations,0,
pwr,ir_drop,253,uV
final_timing,final_hold_viol_count,0,
placed_design,detailedPlacementHpwl,4980,um
flow_run,warnings,26,
pwr,total_leakage_power,1.81,nW
final_layout,area_growth,21.3,%
clock_tree,htree_num_levels,3,
setup_path,cp-startpoint,"watchdog_timer[11]",
clock_tree,clock_sink_count,73,
logic_synthesis,ys_async_sr_fraction,89.0,%
setup_path,slowest_delay,0.61,ns
final_layout,fillCellCount,1084,
setup_path,critical_path.top_delay_family,"simple AND/OR/NAND/NOR gates",
pwr,post-layout-total-power,2.81,mW
setup_path,endpoint,"bit_cnt[0]",
final_timing,layout_setup_ws,0.878,ns
setup_path,arrival,2.93,ns
pwr,power_frac_seq,39.7,%
drt,route.antenna.diode_count,0,
outcome,status,"finished clean",
setup_path,r2r_end,"bit_cnt[0]",
grt,grt_pass1_vias,2672,
setup_path,critical_path.endpoint_type,"register",
final_timing,timing.final.crit_period,2.72,ns
logic_synthesis,postSynthAreaPerCell,10.2,um^2
clock_tree,clockBufferDepth,2,
drt,route.final.wire_length,7580,um
grt,grt_max_degree,48,
die,floorplan.die.height,111,um
final_timing,worst-slew-pin-transition,0.784,ns
worst_hold_path,hold_class,"register to register",
drt,first_iter_violations,170,
setup_path,critical_path.n_buffers_inverters,0,
die,placementRows,39,
final_timing,setup-tns-final,0,ns
final_timing,drv_slew,0,
pwr,clock_power_share,37.7,%
drt,route.vias.total,2812,
setup_path,number_of_stages_on_the_worst_setup_path,5,
placed_design,port_buffers,24,
final_layout,biggestRegsByFlops,"watchdog_timer x32, clk_cnt x16",
logic_synthesis,syn-cell-area,3580,um^2
pwr,total_switching_power,816,uW
clock_tree,clk_pin_slew,0.06,ns
die,top_level_ports,25,
flow_run,drv.max_cap_violation_count,0,
logic_synthesis,ys_area,3580,um^2
final_layout,largest-register,"watchdog_timer",
[cell type report]
cell class,count,area (um^2),area share [%]
Clock buffer,13,303,6.97
Clock inverter,3,65.1,1.50
Inverter,21,78.8,1.81
Multi-Input combinational cell,242,1560,35.9
Sequential cell,73,1870,43.0
Tap cell,143,179,4.12
Timing Repair Buffer,31,293,6.74
[cell usage after synthesis (all sizes together), types with 2 or more instances]
| cell | instances | area (um^2) |
|---|---|---|
| dfrtp | 64 | 1600 |
| a21oi | 26 | 130 |
| nand3 | 24 | 120 |
| inv | 21 | 78.8 |
| o21ai | 20 | 104 |
| and2 | 19 | 119 |
| or3 | 18 | 113 |
| nand2 | 17 | 63.8 |
| o211ai | 15 | 141 |
| and3 | 14 | 87.6 |
| clkbuf | 12 | 45.0 |
| nor4 | 12 | 75.1 |
| nor2 | 10 | 40.0 |
| a211oi | 8 | 60.1 |
| edfxtp | 8 | 240 |
| or4 | 7 | 60.1 |
| nand4 | 5 | 31.3 |
| and4 | 4 | 35.0 |
| buf | 4 | 32.5 |
| ha | 4 | 50.1 |
| nor3 | 4 | 20.0 |
| a21o | 3 | 22.5 |
| nand2b | 3 | 18.8 |
| o2111ai | 3 | 32.5 |
| o21a | 3 | 22.5 |
| a2111oi | 2 | 30.0 |
| a311o | 2 | 20.0 |
| mux2i | 2 | 20.0 |
| nand3b | 2 | 15.0 |
| o31ai | 2 | 15.0 |
[metal layers]
metal | vias to the layer above | part of all wire [%]
met4 | 0 | 1.4
met3 | 10 | 6.5
met1 | 1357 | 48
li1 | 1377 | -
met5 | - | 0
met2 | 68 | 44
[how the worst min path moves through the flow]
stage / endpoint / cells after the start
CTS: data_o[6] / 0
finish: data_o[6] / 0
global route: data_o[6] / 0
[worst reg2reg max path, stage by stage, from the launching register on]
cell and delay, ns:
dfrtp_1 0.41, or4_4 0.57, or4_4 0.61, o21ai_2 0.56, nor4_1 0.13, a311o_1 0.34
[cells in the final DEF (no fill, tap or decap), types with 9 or more instances in the layout]
master,n
or3_1,18
inv_1,20
nand3_1,24
a21oi_1,26
o21ai_0,18
dfrtp_1,64
nor2_1,9
o211ai_1,11
nor4_1,12
and2_1,19
nand2_1,17
and3_1,14
clkdlybuf4s50_1,24
clkbuf_16,11
[cells by family (layout without fill, tap and decap cells)]
kind of cell             after synthesis  count (layout)  share of synthesized area, %
AND-OR/OR-AND                         90              90                          17.6
XOR/XNOR                               2               2                         0.489
adder cells (fa/ha/maj)                4               4                          1.40
buffers and inverters                 37              68                          4.36
flip-flops                            73              73                          52.1
multiplexers                           3               3                         0.873
AND/OR/NAND/NOR                      143             143                          23.1
[power by group through the flow]
stage         clock [mW]  sequential, mW  combinational (mW)
finish              1.06            1.12               0.635
CTS                 1.08            1.11               0.639
global route        1.11            1.14               0.723
Power is estimated from default activity; no workload was simulated.
